[flow/design.v]
module CDFF #(parameter WIDTH=16) 
(
    input CLK,
    input [WIDTH-1:0] D,
    output reg [WIDTH-1:0] Q
);
always @ (posedge CLK) begin
	Q <= D;
end
endmodule
[flow/run.sh]
#!/bin/bash
# OpenROAD 26Q1-2900-gdf79404cd8, Yosys 0.63+post, stock flow scripts
make -C /OpenROAD-flow-scripts/flow DESIGN_CONFIG=/design/flow/config.mk WORK_HOME=/design/flow/orfs finish
[flow/config.mk]
export PLATFORM = sky130hd
export DESIGN_NAME = CDFF
export DESIGN_NICKNAME = CDFF
export VERILOG_FILES = /design/flow/design.v
export SDC_FILE = /design/flow/constraint.sdc
export NUM_CORES = 4
export LEC_CHECK = 1
export CORE_AREA = 10 10 70 70
export DIE_AREA = 0 0 80 80
[flow/constraint.sdc]
current_design CDFF

set clk_period 1.0
set clk_io_pct 0.2

create_clock -name clk0 -period $clk_period [get_ports {CLK}]

set non_clock_inputs [all_inputs -no_clocks]
set_input_delay [expr $clk_period * $clk_io_pct] -clock clk0 $non_clock_inputs
set_output_delay [expr $clk_period * $clk_io_pct] -clock clk0 [all_outputs]
==> impl_metrics.toml <==
# synthesis and place-and-route metrics
[outcome]
outcome = "finished, final reports clean"

[finish]
comb_area_um2 = 0
top_register = "Q"
largest_reg_flops = 16
n_fill_cell = 389
num-multi-input-gates = 0
syn2layout_area_growth_pct = 107
reg_top3 = "Q: 16 flops"
register_area_um2 = 330
drive_above_1_share_pct = 53.8

[global_routing]
grt_use_total_pct = 3.25
grt_overflow_total = 0
grt_pass1_vias = 304
grt_pass1_wl_um = 1640
grt_max_degree = 10
antenna_found_initial = 0

[critical_path]
crit_chain = "buf_2"
slowest_stage = "dfxtp_1"
cp-end-kind = "output port"
crit_path_start_kind = "flop"
cp_data_arrival_time_ns = 0.70
required_ns = 0.80
path_delay_family = "flip-flops"
path_buffers = 1
critPathKind = "flop to output port"
critPathLaunch = "Q[0]"
cpPeakStageDelay_ns = 0.31
worst-path-max-fanout = 1

[final_timing]
drv_slew = 0
finalCriticalPeriod_ns = 0.902
tightest_slew_ns = 0.0965
rsz0062_at_grt = "false"
final.setup.tns_ns = 0
max_slew_margin_pct = 93.6
max_freq_mhz = 1110
setup_viol = 0
setup_slack_ns = 0.0980
hold_viol_final = 0
min_period_over_period_pct = 90.2

[clock_tree]
cts_sinks = 16
numCtsBuffers = 3
clk_path_buf_depth = 2
clk_pin_slew_worst_paths_ns = 0.10
cts_tree = "yes"
cts_root_buf = "clkbuf_4"
h-tree-depth = 1
cts_hold_buf = 0

[run]
maxCapViolCount = 0
warnings = 26

[synth]
yosys-stat-cells = 16
ys_sh_adder_pct = 0
avgSynthCellArea_um2 = 20.0
top_area_cell = "dfxtp_1"
syn_area_um2 = 320
area_leaders = "dfxtp_1 (100%)"
ys_sh_xor_pct = 0
top_cell_area_share_pct = 100
yosysSeqAreaShare_pct = 100
syn_inst = 16
ys_ff = 16
synth-area-yosys_um2 = 320
yosysWarningCount = 1
ys_sh_simple_pct = 0
mux_share_pct = 0
ys_sh_aoi_pct = 0
synth_cell_types = 1

[power]
internal_power_mw = 0.970
pwr-share-clk_pct = 35.4
p_sw_share_pct = 18.7
p_per_area_mw_per_mm2 = 1790
switchingPower_mw = 0.223
comb_power_share_pct = 7.4
p_seq_share_pct = 57.2
p_leak_nw = 0.285
ir_drop_mv = 0.450

[detailed_routing]
vias = 248
wirelength_um = 1070
drc = 0
insertedDiodeCount = 0
wl_per_cell_um = 10.9
ant_nets = 0
drtIter0Drc = 0
viasPerCell = 2.53
dr.pass1.iters = 1

[place]
pre_cts_slack_ns = 0.0159
gp_congestion = 0.686
port_buffers = 32

[floorplanning]
die_h_um = 80
rows = 21
io_pins = 33
die-area_mm2 = 0.00640
die_w_um = 80
initCoreUtil_pct = 9.38
fp.coreArea_mm2 = 0.00342

[min_path]
min-delay-start = "D[3]"
hp-class = "primary input to flop"
## cells in the final DEF (no fill, tap or decap), drive strengths merged
master / synthesis / layout
clkbuf: 0 / 19
clkdlybuf4s50: 0 / 16
dfxtp: 16 / 16
buf: 0 / 1
## path summary, 6_finish.rpt
check  endpoint  slack, ns  cells after the start
min        Q[3]       0.34                      1
max        Q[0]        0.1                      1
## synthesized netlist by cell type
cell,instances
dfxtp_1,16
## final cells by class
class,count,share of cell area [%]
Sequential cell,16,49.7
Timing Repair Buffer,32,36.2
Tap cell,46,8.66
Clock buffer,4,5.46
## kinds of logic after synthesis
| logic type | count (synthesis) |
|---|---|
| flip-flops | 16 |
## routing by layer
metal	global-route usage (%)	routed length (um)	vias up
li1	-	-	120
met1	3.54	401	114
met2	5.46	581	10
met3	1.59	69	4
met4	0.880	19	0
met5	0	0	-
## repair_timing
item                                    CTS  global route
endpoints found under the setup margin   16            15
setup buffers                             0             0
gates resized                            34            22
## power groups by stage
stage	clock network (mW)	logic, mW	registers, mW
after CTS	0.446	0.108	0.680
after global routing	0.471	0.0961	0.685
final	0.422	0.0880	0.682
## metrics by stage
step                      power (mW)  instances  utilization (%)  area, um^2  hold WS, ns
after floorplan                0.685         16                -         320        0.228
after global placement         0.815         94             20.4         698        0.651
after detailed placement       0.818         94             20.4         698        0.653
after CTS                       1.23         98             21.4         731        0.340
after global routing            1.25         98             19.5         664        0.320
final                           1.19         98             19.5         664        0.344
Power is estimated from default activity; no workload was simulated.
