===== run.sh =====
#!/bin/bash
# OpenROAD 26Q1-2900-gdf79404cd8, Yosys 0.63+post, stock flow scripts
make -C /OpenROAD-flow-scripts/flow DESIGN_CONFIG=/design/flow/config.mk WORK_HOME=/design/flow/orfs finish

===== config.mk =====
export PLATFORM = sky130hd
export DESIGN_NAME = CRCA
export DESIGN_NICKNAME = CRCA
export VERILOG_FILES = /design/flow/design.v
export SDC_FILE = /design/flow/constraint.sdc
export NUM_CORES = 4
export LEC_CHECK = 1
export CORE_AREA = 10 10 84 84
export DIE_AREA = 0 0 94 94

===== constraint.sdc =====
current_design CRCA

set clk_period 4.3
set clk_io_pct 0.2

create_clock -name clk0 -period $clk_period

set non_clock_inputs [all_inputs -no_clocks]
set_input_delay [expr $clk_period * $clk_io_pct] -clock clk0 $non_clock_inputs
set_output_delay [expr $clk_period * $clk_io_pct] -clock clk0 [all_outputs]

===== design.v =====
module FA
(
    input   a, b, cin, 
    output  cout, s
);
assign cout = a&b | b&cin | cin&a;
assign s = a^b^cin;
endmodule
module CRCA
(
    input   [16-1:0]    i_A,
    input   [16-1:0]    i_B,
    output  [16-1:0]    o_S
);
wire [16-1:0] Src_B;
wire [16-1:0] Cout;
genvar i;
generate
    for (i=0; i<16; i=i+1) begin : loop_CRCA_cxor
        CXOR xor_lib (.o_xor(Src_B[i]), .i_a(i_B[i]), .i_b(1'b1));
    end
endgenerate
generate
    for (i=0; i<16; i=i+1) begin : loop_CRCA_fa
        if (i == 0)
            FA FA_CRCA ( .a(i_A[i]), .b(Src_B[i]), .cin(1'b1), .cout(Cout[i]), .s(o_S[i]) );
        else
            FA FA_CRCA ( .a(i_A[i]), .b(Src_B[i]), .cin(Cout[i-1]), .cout(Cout[i]), .s(o_S[i]) );
end
endgenerate
endmodule
module CXOR
(
   output        o_xor, 
   input         i_a,
   input         i_b
);
xor xor0 ( o_xor, i_a, i_b );
endmodule

==> impl_metrics.csv <==
group,metric,value,unit
yosys,ys_cells,62,
worst_setup_path,cp_common_cell,"fa_2",
yosys,ys_seq_frac,0,
power_and_ir_drop,switching_share,0.3337,
yosys,ys_types,5,
yosys,top_area_cell,"fa_1",
sta,worst_slack,-2823,ps
yosys,ys_area,549.3,um2
global_route,grt_max_degree,2,
route,drtIter0Drc,1,
finish,ff_count,0,
status,run_status,"finished with violations",
finish,regArea,0,um2
route,diodes,0,
global_route,first_global_vias,493,
power_and_ir_drop,finalPower,0.1173,mW
yosys,syn_avg_cell_area,8.859,um2
global_route,grt_pass1_wl,2263,um
flow_run,drv_cap,0,
placement,io_buffers,48,
power_and_ir_drop,seq_power_share,0,
yosys,synth-compound-area-share,0,
route,route.detailed.drc,0,
yosys,fa_ha_area_frac,0.5330,
yosys,synth_cells,62,
power_and_ir_drop,p_per_area,117.2,mW/mm2
route,finalWirelength,1466,um
floorplan,die_y,94,um
clock_tree,holdBufCountCts,0,
finish,syn_to_final_growth,82.23,%
sta,setup-tns-final,-15750,ps
worst_setup_path,worst_ep_required_time,3440,ps
power_and_ir_drop,p_int,0.07815,mW
sta,max_freq,140.4,MHz
power_and_ir_drop,switchingPower,0.03914,mW
yosys,synth-warning-count,0,
yosys,top_cell,"inv_1",
route,vias,434,
floorplan,fp-utilization,0.1055,
route,ant_nets,0,
worst_setup_path,critPathSlowestCell,"fa_2",
yosys,xor_area_frac,0.04328,
sta,setup_viol,10,
sta,tightest_slew,99.02,ps
yosys,simple_gate_area_frac,0,
placement,dp_hpwl,1489,um
yosys,netlist_area,549.3,um2
power_and_ir_drop,ir_drop,39.21,uV
status,failed_checks,"setup timing",
worst_setup_path,cp-start-kind,"primary input",
placement,place_congestion,0.7777,
route,vias_per_cell,2.646,
finish,final_util,0.1923,
worst_setup_path,crit_path_cell_trace,"buf_2 -> ha_4 -> fa_2 -> fa_2 -> fa_2 -> fa_2 -> fa_2 -> fa_2 -> fa_2 -> fa_2 -> fa_2 -> fa_2 -> fa_2 -> fa_2 -> fa_2 -> fa_2 -> inv_2 -> buf_2",
floorplan,dieArea,0.008836,mm2
power_and_ir_drop,clkPwrFrac,0,
floorplan,coreArea,0.005205,mm2
finish,clockBufferCount,0,
worst_setup_path,arrival,6260,ps
worst_setup_path,crit_fanout,1,
global_route,grt_antenna_before_repair,0,
floorplan,rows,26,
yosys,synthTopCellsByArea,"fa_1 51%, buf_4 22%, inv_1 21%",
floorplan,io_pins,48,
sta,slew_violations,0,
sta,finalCritPeriodShare,1.656,
placement,pre_cts_slack,-3749,ps
global_route,grt-ovfl-total,0,
global_route,track_usage,0.03186,
worst_setup_path,cp-end-kind,"primary output",
yosys,mux_share,0,
sta,rsz0062_at_grt,"yes",
yosys,topCombFamilyByArea,"adder cells",
sta,slew_headroom,0.9338,
yosys,synth.top_cell.area_share,0.5103,
power_and_ir_drop,leakage,0.4614,nW
yosys,top_cells_by_count,"30 x inv_1, 16 x buf_4, 14 x fa_1",
sta,hold_violations,0,
power_and_ir_drop,comb_power_share,1.000,
route,firstDrtPassIters,2,
route,routedWlPerCell,8.939,um
hold_path,hold_path.class,"in -> out",
sta,fin_crit,7123,ps
worst_setup_path,path_class,"in -> out",
finish,layout-drive-gt1-share,0.3936,
flow_run,warnings,35,
floorplan,die_x,94,um
worst_setup_path,cpPeakStageDelay,530,ps
[final timing paths]
kind | startpoint | to | slack, ps | cells after the start
max | i_B[0] | o_S[14] | -2820 | 18
min | i_B[0] | o_S[0] | 2370 | 4
[cell type report]
cell class | instances | area [um2]
Timing Repair Buffer | 48 | 424.2
Fill cell | 591 | 4204
Tap cell | 70 | 87.58
Inverter | 30 | 125.1
Multi-Input combinational cell | 16 | 364.1
[routing by layer]
| metal | wire (um) | GRT usage |
|---|---|---|
| met3 | 406 | 0.03069 |
| met2 | 503 | 0.04666 |
| met1 | 556 | 0.03496 |
| met4 | 0 | 0 |
| met5 | 0 | 0 |
[logic make-up after synthesis]
kind of cell,count (synthesis)
XOR/XNOR,1
buffers and inverters,46
adder cells (fa/ha/maj),15
[layout by cell type (no fill, tap or decap)]
cell type | netlist | layout
ha_4 | 0 | 1
clkdlybuf4s50_1 | 0 | 33
buf_8 | 0 | 1
dlygate4sd2_1 | 0 | 1
xor3_1 | 1 | 1
clkdlybuf4s15_1 | 0 | 1
buf_2 | 0 | 12
fa_2 | 0 | 14
inv_1 | 30 | 21
inv_2 | 0 | 8
inv_12 | 0 | 1
[worst max-delay path, delay by kind of cell]
| kind | cells | cell delay [ps] |
|---|---|---|
| adders and majority gates | 15 | 5150 |
| buffers and inverters | 3 | 240 |
[timing repair]
item	in CTS	in global routing
endpoints found under the hold margin	0	0
endpoints found under the setup margin	12	10
gates resized	51	7
setup buffers	0	0
[power groups by stage]
stage | clock [mW] | combinational (mW) | sequential, mW
finish | 0 | 0.117 | 0
global route | 0 | 0.137 | 0
CTS | 0 | 0.118 | 0
[stage by stage]
stage	cells	hold WS, ps	cell area (um2)
floorplan	62	1943	609.3
global placement	164	2784	1057
detailed placement	164	2789	1057
CTS	164	2378	1007
global route	164	2395	1001
finish	164	2369	1001
No activity file was given, so power comes from the tool's default toggle rates.
